==> design.v <==
module SyncMemTest(
  input        clock,
  input        reset,
  input  [3:0] io_wr_D_inBuf_0,
  input  [3:0] io_wr_D_inBuf_1,
  input  [3:0] io_wr_D_inBuf_2,
  input        io_wr_Addr_inBuf_en,
  output [3:0] io_rd_D_inBuf_0,
  output [3:0] io_rd_D_inBuf_1,
  output [3:0] io_rd_D_inBuf_2,
  input  [7:0] io_rd_Addr_inBuf
);
  reg [3:0] inputDataBuffer_0 [0:255];  
  wire [3:0] inputDataBuffer_0_MPORT_1_data;  
  wire [7:0] inputDataBuffer_0_MPORT_1_addr;  
  wire [3:0] inputDataBuffer_0_MPORT_data;  
  wire [7:0] inputDataBuffer_0_MPORT_addr;  
  wire  inputDataBuffer_0_MPORT_mask;  
  wire  inputDataBuffer_0_MPORT_en;  
  reg [7:0] inputDataBuffer_0_MPORT_1_addr_pipe_0;
  reg [3:0] inputDataBuffer_1 [0:255];  
  wire [3:0] inputDataBuffer_1_MPORT_1_data;  
  wire [7:0] inputDataBuffer_1_MPORT_1_addr;  
  wire [3:0] inputDataBuffer_1_MPORT_data;  
  wire [7:0] inputDataBuffer_1_MPORT_addr;  
  wire  inputDataBuffer_1_MPORT_mask;  
  wire  inputDataBuffer_1_MPORT_en;  
  reg [7:0] inputDataBuffer_1_MPORT_1_addr_pipe_0;
  reg [3:0] inputDataBuffer_2 [0:255];  
  wire [3:0] inputDataBuffer_2_MPORT_1_data;  
  wire [7:0] inputDataBuffer_2_MPORT_1_addr;  
  wire [3:0] inputDataBuffer_2_MPORT_data;  
  wire [7:0] inputDataBuffer_2_MPORT_addr;  
  wire  inputDataBuffer_2_MPORT_mask;  
  wire  inputDataBuffer_2_MPORT_en;  
  reg [7:0] inputDataBuffer_2_MPORT_1_addr_pipe_0;
  reg [7:0] wr_Addr_inBuf;  
  wire [7:0] _wr_Addr_inBuf_T_1 = wr_Addr_inBuf + 8'h1;  
  assign inputDataBuffer_0_MPORT_1_addr = inputDataBuffer_0_MPORT_1_addr_pipe_0;
  assign inputDataBuffer_0_MPORT_1_data = inputDataBuffer_0[inputDataBuffer_0_MPORT_1_addr];  
  assign inputDataBuffer_0_MPORT_data = io_wr_D_inBuf_0;
  assign inputDataBuffer_0_MPORT_addr = wr_Addr_inBuf;
  assign inputDataBuffer_0_MPORT_mask = 1'h1;
  assign inputDataBuffer_0_MPORT_en = io_wr_Addr_inBuf_en;
  assign inputDataBuffer_1_MPORT_1_addr = inputDataBuffer_1_MPORT_1_addr_pipe_0;
  assign inputDataBuffer_1_MPORT_1_data = inputDataBuffer_1[inputDataBuffer_1_MPORT_1_addr];  
  assign inputDataBuffer_1_MPORT_data = io_wr_D_inBuf_1;
  assign inputDataBuffer_1_MPORT_addr = wr_Addr_inBuf;
  assign inputDataBuffer_1_MPORT_mask = 1'h1;
  assign inputDataBuffer_1_MPORT_en = io_wr_Addr_inBuf_en;
  assign inputDataBuffer_2_MPORT_1_addr = inputDataBuffer_2_MPORT_1_addr_pipe_0;
  assign inputDataBuffer_2_MPORT_1_data = inputDataBuffer_2[inputDataBuffer_2_MPORT_1_addr];  
  assign inputDataBuffer_2_MPORT_data = io_wr_D_inBuf_2;
  assign inputDataBuffer_2_MPORT_addr = wr_Addr_inBuf;
  assign inputDataBuffer_2_MPORT_mask = 1'h1;
  assign inputDataBuffer_2_MPORT_en = io_wr_Addr_inBuf_en;
  assign io_rd_D_inBuf_0 = inputDataBuffer_0_MPORT_1_data;  
  assign io_rd_D_inBuf_1 = inputDataBuffer_1_MPORT_1_data;  
  assign io_rd_D_inBuf_2 = inputDataBuffer_2_MPORT_1_data;  
  always @(posedge clock) begin
    if(inputDataBuffer_0_MPORT_en & inputDataBuffer_0_MPORT_mask) begin
      inputDataBuffer_0[inputDataBuffer_0_MPORT_addr] <= inputDataBuffer_0_MPORT_data;  
    end
    inputDataBuffer_0_MPORT_1_addr_pipe_0 <= io_rd_Addr_inBuf;
    if(inputDataBuffer_1_MPORT_en & inputDataBuffer_1_MPORT_mask) begin
      inputDataBuffer_1[inputDataBuffer_1_MPORT_addr] <= inputDataBuffer_1_MPORT_data;  
    end
    inputDataBuffer_1_MPORT_1_addr_pipe_0 <= io_rd_Addr_inBuf;
    if(inputDataBuffer_2_MPORT_en & inputDataBuffer_2_MPORT_mask) begin
      inputDataBuffer_2[inputDataBuffer_2_MPORT_addr] <= inputDataBuffer_2_MPORT_data;  
    end
    inputDataBuffer_2_MPORT_1_addr_pipe_0 <= io_rd_Addr_inBuf;
    if (reset) begin  
      wr_Addr_inBuf <= 8'h0;  
    end else if (io_wr_Addr_inBuf_en) begin  
      wr_Addr_inBuf <= _wr_Addr_inBuf_T_1;  
    end
  end
endmodule
==> run.sh <==
#!/bin/bash
# OpenROAD 26Q1-2900-gdf79404cd8, Yosys 0.63+post, stock flow scripts
make -C /OpenROAD-flow-scripts/flow DESIGN_CONFIG=/design/flow/config.mk WORK_HOME=/design/flow/orfs finish
==> config.mk <==
export PLATFORM = sky130hd
export DESIGN_NAME = SyncMemTest
export DESIGN_NICKNAME = SyncMemTest
export VERILOG_FILES = /design/flow/design.v
export SDC_FILE = /design/flow/constraint.sdc
export NUM_CORES = 4
export LEC_CHECK = 1
export CORE_UTILIZATION = 40
==> constraint.sdc <==
current_design SyncMemTest

set clk_period 104.6
set clk_io_pct 0.2

create_clock -name clk0 -period $clk_period [get_ports {clock}]

set non_clock_inputs [all_inputs -no_clocks]
set_input_delay [expr $clk_period * $clk_io_pct] -clock clk0 $non_clock_inputs
set_output_delay [expr $clk_period * $clk_io_pct] -clock clk0 [all_outputs]
==> flow_metrics.py <==
# Physical implementation metrics
metrics = {
    "run_status": {
        "status": "completed",
    },
    "synthesis": {
        "synth-warning-count": 1,
        "synthTopCellsByArea": "sky130_fd_sc_hd__edfxtp_1 (77%), sky130_fd_sc_hd__mux4_2 (11%), sky130_fd_sc_hd__mux2i_1 (4.2%)",
        "synth_cell_types": 55,
        "post_synth_instance_area_um2": 120000,
        "avgSynthCellArea_um2": 21.2,
        "synth_stat.cells": 5653,
        "enable_flop_cells": 3072,
        "async_flop_share_pct": 0,
        "top_area_cell_share_pct": 77.1,
        "synthCells": 5653,
        "ys.flops": 3088,
        "yosysChipArea_um2": 120000,
        "synth_top_flop_cell": "sky130_fd_sc_hd__edfxtp_1",
        "synth_sequential_area_ratio_pct": 77.3,
        "largest_area_cell": "sky130_fd_sc_hd__edfxtp_1",
    },
    "clock_network": {
        "clkTransAtPathRegs_ps": 60,
        "root_driver": "sky130_fd_sc_hd__clkbuf_16",
        "clock_net_sink_count": 3088,
        "h-tree-depth": 5,
        "clock_buffer_depth": 4,
        "cts_buffers": 319,
        "clock_insertion_delay_at_the_later_pin_of_the_skew_report_ps": 870,
        "postCtsSetupRepairBufs": 0,
        "cts.hold.buffers_added": 0,
        "cts_resized": 0,
        "cts_tree": "built",
    },
    "final_timing": {
        "timing.final.max_slew_violations": 0,
        "layout_worst_path_cycle_share_pct": 27.6,
        "final-hold-violation-count": 0,
        "rsz_0062_raised_after_global_routing": "no",
        "final.setup.worst_slack_ps": 75770,
        "final_period_minus_worst_setup_slack_ps": 28830,
        "fmaxAchievable_mhz": 34.7,
        "final-setup-viol-count": 0,
        "slew_headroom_pct": 16.8,
        "timing_worst_slew_pin_value_ps": 1240,
        "setup_total_negative_slack_ps": 0,
        "finClkSkew_ps": 43.8,
    },
    "cells_and_area": {
        "lay_top_cells": "sky130_fd_sc_hd__edfxtp_1 (3072), sky130_fd_sc_hd__mux4_2 (593), sky130_fd_sc_hd__mux2i_1 (502)",
        "fill_cells": 24300,
        "fin_util_pct": 45.8,
        "area.growth.synth_to_final_pct": 13.8,
        "layout.cells.most_common": "sky130_fd_sc_hd__edfxtp_1",
        "final_layout_size_suffix_gt1_share_pct": 24.1,
        "layout.cells.non_filler": 10300,
    },
    "detailed_routing": {
        "finalWirelength_um": 305000,
        "post_drt_via_cell_ratio": 5.67,
        "antenna_left": 0,
        "drc": 0,
        "detail_route.iter0.violations": 3987,
        "post_drt_wl_per_cell_um": 29.6,
        "route.vias.total": 58300,
        "drt_pass1_iterations": 7,
    },
    "power": {
        "leakagePower_uw": 0.0434,
        "power_density_nw_per_um2": 18.9,
        "net-switching-power_uw": 542,
        "switching_share_pct": 21.1,
        "power.internal_uw": 2030,
        "power.clock.fraction_pct": 42.0,
        "combPwrFrac_pct": 5.0,
        "power.sequential.fraction_pct": 53.1,
        "vdd.ir_drop.worst_mv": 0.0144,
    },
    "place": {
        "post-place-cells": 9726,
        "count_of_port_buffers_added_during_placement": 34,
        "gpl.final_weighted_congestion": 0.892,
        "placement.setup.worst_slack_ps": 76360,
        "post-dp-hpwl_um": 185000,
    },
    "setup_path": {
        "critical_path_class": "flip-flop to output port",
        "crit_arrival_ps": 7910,
        "critPathLaunchType": "flip-flop",
        "setup.worst_path.end_class": "output port",
        "critPathRequiredTime_ps": 83680,
        "timing.critical_path.fanout_max": 39,
    },
    "floorplan": {
        "io_pins": 35,
        "die.size.x_um": 549,
        "fraction_of_the_core_area_occupied_by_cells_at_floorplan_pct": 40.3,
        "design.core.area_um2": 297000,
        "core.rowCount": 200,
        "die_height_um": 549,
        "chip_area_um2": 301000,
    },
    "job": {
        "warnings": 35,
        "cap_violations": 0,
    },
    "min_path": {
        "hold_path.class": "flip-flop to flip-flop",
    },
    "global_routing": {
        "gr-usage-all-layers_pct": 22.6,
        "grt_max_degree": 117,
        "grt_pass1_vias": 63100,
        "antenna_found_initial": 7,
        "grt_overflow": 0,
        "wire_length_of_the_first_global_routing_pass_um": 443000,
    },
}
## per-layer routing
| layer | global-route usage, % | wire length, µm | vias up |
|---|---|---|---|
| li1 | - | - | 24700 |
| met4 | 5.56 | 9600 | 4 |
| met2 | 33.5 | 146000 | 3310 |
| met3 | 16.0 | 49200 | 476 |
| met1 | 27.8 | 100000 | 29900 |
| met5 | 0.475 | 201 | - |
## power by group through the flow
stage     combinational [µW]  sequential [µW]  clock [µW]
6_report                 128             1360        1080
5_1_grt                  137             1360        1140
4_1_cts                  129             1360        1100
## worst max-delay path, cell delays in order (launching register included)
cell and delay (ps):
sky130_fd_sc_hd__dfxtp_4 680, sky130_fd_sc_hd__buf_4 630, sky130_fd_sc_hd__buf_4 520, sky130_fd_sc_hd__buf_4 540
sky130_fd_sc_hd__buf_4 680, sky130_fd_sc_hd__buf_4 640, sky130_fd_sc_hd__mux2i_1 160, sky130_fd_sc_hd__o221ai_1 260
sky130_fd_sc_hd__a21oi_1 120, sky130_fd_sc_hd__nor3_1 520, sky130_fd_sc_hd__buf_4 220, sky130_fd_sc_hd__nor4_1 90
sky130_fd_sc_hd__buf_2 230, sky130_fd_sc_hd__nor4_1 950, sky130_fd_sc_hd__buf_4 240, sky130_fd_sc_hd__clkdlybuf4s50_1 460
## synthesized netlist by cell type, types with 3 or more instances
master	count
sky130_fd_sc_hd__o21ai_0	34
sky130_fd_sc_hd__buf_4	34
sky130_fd_sc_hd__nand3_1	40
sky130_fd_sc_hd__o31ai_1	4
sky130_fd_sc_hd__buf_2	77
sky130_fd_sc_hd__and3_1	14
sky130_fd_sc_hd__a21oi_1	124
sky130_fd_sc_hd__nor2_1	322
sky130_fd_sc_hd__o22ai_1	69
sky130_fd_sc_hd__dfxtp_1	16
sky130_fd_sc_hd__a22oi_1	41
sky130_fd_sc_hd__nand2_1	75
sky130_fd_sc_hd__mux2_2	5
sky130_fd_sc_hd__buf_8	16
sky130_fd_sc_hd__ha_1	4
sky130_fd_sc_hd__inv_1	5
sky130_fd_sc_hd__nor4_2	4
sky130_fd_sc_hd__edfxtp_1	3072
sky130_fd_sc_hd__nor2b_1	15
sky130_fd_sc_hd__clkbuf_1	127
sky130_fd_sc_hd__or3_1	3
sky130_fd_sc_hd__a21o_1	6
sky130_fd_sc_hd__mux4_2	593
sky130_fd_sc_hd__nand2b_1	7
sky130_fd_sc_hd__buf_1	18
sky130_fd_sc_hd__a221oi_2	7
sky130_fd_sc_hd__a31oi_1	5
sky130_fd_sc_hd__o221ai_1	190
sky130_fd_sc_hd__nand4_1	4
sky130_fd_sc_hd__o221a_2	7
sky130_fd_sc_hd__a221oi_1	11
sky130_fd_sc_hd__o21a_1	7
sky130_fd_sc_hd__nor3_1	67
sky130_fd_sc_hd__and2_1	6
sky130_fd_sc_hd__o32ai_1	9
sky130_fd_sc_hd__a22o_1	8
sky130_fd_sc_hd__or4_1	3
sky130_fd_sc_hd__nor4_1	16
sky130_fd_sc_hd__xor2_1	4
sky130_fd_sc_hd__o31a_1	3
sky130_fd_sc_hd__buf_6	63
sky130_fd_sc_hd__mux2i_1	502
## registers in the layout, indices dropped and copies added, names as in the netlist, named ones only
name and cells:
inputDataBuffer_1 1024, inputDataBuffer_0 1024, inputDataBuffer_2 1024, wr_Addr_inBuf 8
## per-stage QoR
step                hold slack (ps)  total power (µW)  instance area (µm²)
finish                          575              2570               136000
global route                    627              2640               136000
CTS                             576              2590               136000
detailed placement              568              1520               126000
global placement                554              1520               126000
floorplan                       533              1460               120000
## cell type report
cell class | count | area [µm²] | area share, %
sequential | 3088 | 92600 | 68.0
multi-input combinational | 2222 | 25100 | 18.4
clock buffer | 393 | 8410 | 6.17
tap | 3939 | 4930 | 3.62
timing repair buffer | 471 | 3740 | 2.75
clock inverter | 173 | 1440 | 1.06
inverter | 6 | 26.3 | 0.0193
antenna | 6 | 15.0 | 0.0110
## cells by family (layout without fill, tap and decap cells)
family | after synthesis | in the layout | share of synthesized area, %
multiplexers | 1100 | 1100 | 15.4
AND/OR/NAND/NOR | 580 | 580 | 2.12
flip-flops | 3088 | 3088 | 77.3
AND-OR/OR-AND | 532 | 532 | 3.23
buffers and inverters | 343 | 1043 | 1.84
XOR/XNOR | 6 | 6 | 0.0439
other | 0 | 6 | 0
adder cells (fa/ha/maj) | 4 | 4 | 0.0418
## path summary, 6_finish.rpt
kind | from | endpoint | slack, ps | depth (start not counted)
setup / recovery | flip-flop | io_rd_D_inBuf_2[1] | 75770 | 15
hold / removal | wr_Addr_inBuf[1] | wr_Addr_inBuf[1] | 580 | 2
setup reg to reg | wr_Addr_inBuf[2] | inputDataBuffer_2[141][2] | 100970 | 6
hold reg to reg | wr_Addr_inBuf[1] | wr_Addr_inBuf[1] | 580 | 2
Power is estimated from default activity; no workload was simulated.
