<file path="flow/config.mk">
export PLATFORM = sky130hd
export DESIGN_NAME = trial
export DESIGN_NICKNAME = trial
export VERILOG_FILES = /design/flow/design.v
export SDC_FILE = /design/flow/constraint.sdc
export NUM_CORES = 4
export LEC_CHECK = 1
export CORE_UTILIZATION = 40
</file>
<file path="flow/constraint.sdc">
current_design trial

set clk_period 1.4
set clk_io_pct 0.2

create_clock -name clk0 -period $clk_period [get_ports {clock}]

set non_clock_inputs [all_inputs -no_clocks]
set_input_delay [expr $clk_period * $clk_io_pct] -clock clk0 $non_clock_inputs
set_output_delay [expr $clk_period * $clk_io_pct] -clock clk0 [all_outputs]
</file>
<file path="flow/design.v">
module trial(
  input         clock,
  input         reset,
  input  [63:0] io_in,
  output [63:0] io_out,
  input         io_opcode
);
  reg [63:0] reg_;  
  wire [63:0] _GEN_0 = io_opcode ? reg_ : io_in;  
  assign io_out = ~io_opcode ? io_in : _GEN_0;  
  always @(posedge clock) begin
    reg_ <= io_in;  
  end
endmodule
</file>
<file path="flow/run.sh">
#!/bin/bash
# OpenROAD 26Q1-2900-gdf79404cd8, Yosys 0.63+post, stock flow scripts
make -C /OpenROAD-flow-scripts/flow DESIGN_CONFIG=/design/flow/config.mk WORK_HOME=/design/flow/orfs finish
</file>
==> run_results.csv <==
group,metric,value,unit
outcome,status,"complete, no violations",
setup_path,critPathTopFamily,"buffers and inverters",
grt,number_of_global_route_vias_before_repair,1625,
synth,ys.warnings.count,1,
setup_path,setup.worst_path.class,"in -> out",
setup_path,crit_buf_inv,4,
route,num_vias,1612,
sta,max_slew.worst_pin.slew,0.1057,ns
sta,finalCriticalPeriod,1.355,ns
synth,synth_top_area_share,0.5432,
route,detail_route.antenna_diodes,0,
grt,largest_net_degree_at_the_start_of_global_routing,12,
setup_path,timing.critical_path.mode_cell,"buf_16",
clock_tree,tritoncts_sinks,64,
die,floorplan.core_util,0.4206,
setup_path,worstPathCellList,"buf_16 -> buf_16 -> buf_12 -> mux2_4 -> buf_2",
synth,postSynthAreaPerCell,17.47,sq um
layout,utilization,0.7144,
place,port-buffer-count,129,
setup_path,cp-end-kind,"output pin",
grt,grt-ovfl-total,0,
synth,post_synth_num_cell_types,5,
power,vdd_drop_max,0.6169,mV
layout,drive_gt1_frac,0.4178,
setup_path,crit_arrival,1.08,ns
place,place_hpwl,3375,um
route,postRouteWirelength,4910,um
hold_path,worstHoldPathType,"in -> reg",
route,detailedRoute.firstIterationViolations,10,
clock_tree,cts_buffers,9,
synth,synth-area-yosys,2359,sq um
synth,async_s_r_ff_share_synth,0,
route,drt_first_pass_iters,2,
setup_path,timing.critical_path.required,1.12,ns
setup_path,critical-path-max-stage-delay,0.28,ns
clock_tree,clockBufferDepth,2,
die,core.rowCount,27,
power,power.static_leakage,1.965,nW
layout,layout_overhead_on_the_synthesized_area,69.87,%
route,remaining_drc_errors,0,
synth,postSynthRegisterBits,64,
clock_tree,cts_max_level,3,
job,tool_warnings,27,
sta,layout_worst_path_cycle_share,0.9680,
place,gp_congestion,0.7729,
power,power.density,1078,nW/um^2
die,design.die.area,6207,sq um
clock_tree,cts_root_buffer,"clkbuf_8",
grt,groute.usage.overall,0.1684,
grt,grt_first_pass_wirelength,7866,um
sta,maxSlewHeadroom,0.9295,
die,coreArea,5608,sq um
route,detail-route-antenna-nets,0,
sta,setup_violations,0,
synth,dominant_cell_by_count_in_the_synthesized_netlist,"dfxtp_1",
synth,post_synth_inst_count,135,
sta,drv_slew,0,
synth,synth-edff-count,0,
setup_path,critical-path-slowest-cell,"mux2_4",
clock_tree,tritoncts,"yes",
sta,setup_slack,0.04475,ns
job,max-cap-violations,0,
sta,max_freq,0.7379,GHz
die,ios,131,
setup_path,critical_path.startpoint_type,"primary input",
synth,most_common_library_cells_after_synthesis,"dfxtp_1 (64), mux2_4 (60), buf_12 (6)",
setup_path,maximum_fanout_count_along_the_critical_path,5,
route,routed_via_density,4.429,
layout,largest_register_ffs,64,
synth,ys_seq_share,0.5432,
clock_tree,clkSlewWorstSetupHoldPaths,0.06,ns
synth,top_area_cell,"dfxtp_1",
setup_path,worst-path-stages,5,
route,route.detailed.wl_per_inst,13.49,um
die,floorplan.die.height,78.79,um
place,placement.setup.worst_slack,-0.2877,ns
layout,largest-register,"reg_",
setup_path,launch_point_of_the_critical_path,"io_opcode",
sta,report.final.hold_viol_count,0,
synth,post_synth_instance_area,2359,sq um
die,dieWidth,78.79,um
synth,topCellsByArea,"dfxtp_1 (54%), mux2_4 (38%), buf_12 (5.1%)",
sta,rsz0062_at_grt,"false",
setup_path,crit_end,"io_out[30]",
layout,reg.largest.list,"reg_ (64)",
synth,prevailing_post_synth_register_cell,"dfxtp_1",
synth,ys_cells,135,
grt,grt_antenna_before_repair,0,
## per-layer routing
| layer | vias up | global-route usage | routed length, um |
|---|---|---|---|
| li1 | 782 | - | - |
| met1 | 738 | 0.2395 | 2121 |
| met2 | 83 | 0.2591 | 2240 |
| met3 | 9 | 0.05368 | 466 |
| met4 | 0 | 0.03519 | 82 |
| met5 | - | 0 | 0 |
## through the flow
step / power [mW] / area (sq um) / setup TNS (ns) / hold slack, ns / std cells
floorplan: 2.269 / 2359 / 0 / 0.3077 / 135
global placement: 2.743 / 3669 / -16.19 / 0.7539 / 334
detailed placement: 2.749 / 3669 / -16.45 / 0.7608 / 334
CTS: 4.391 / 4016 / 0 / 0.1727 / 364
global route: 4.525 / 4006 / 0 / 0.1017 / 364
finish: 4.318 / 4006 / 0 / 0.09216 / 364
## worst min-delay path by stage
stage	endpoint	cells past startpoint	from	slack [ns]
CTS	reg_[15]	1	io_in[15]	0.17
global route	reg_[0]	1	io_in[0]	0.10
finish	reg_[0]	1	io_in[0]	0.09
## kinds of logic (layout without fill, tap and decap cells)
kind of cell | Yosys count | in the layout | synth area share
muxes | 64 | 64 | 0.4011
DFF | 64 | 64 | 0.5432
buffers and inverters | 7 | 164 | 0.05570
## placed cells by master (no fill, tap or decap), drive strengths merged
master         instances
dlygate4sd2           63
clkdlybuf4s15         44
dlymetal6s2s           1
dfxtp                 64
clkbuf                20
bufinv                 1
clkinv                 1
buf                   34
mux2                  64
## power breakdown
part	switching, mW	total (mW)	internal [mW]
clock network	0.653	1.67	1.02
logic	0.169	0.707	0.537
registers	0.0235	1.94	1.92
total	0.846	4.32	3.47
## timing repair
action,4_1_cts,5_1_grt
setup buffers,9,0
endpoints found under the setup margin,64,18
cloned,5,0
resized,215,21
hold buffers,0,0
## layout make-up
type	instances	area, sq um
Sequential cell	64	1285
Multi-Input combinational cell	64	949.7
Fill cell	434	1602
Timing Repair Buffer	148	1464
Tap cell	72	90.09
Clock buffer	14	182.7
Clock inverter	2	35.03
Power is estimated from default activity; no workload was simulated.
