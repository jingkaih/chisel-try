==> design.v <==
module CU(
  input        clock,
  input        reset,
  input        io_run,
  input  [7:0] io_wr_PC1,
  input        io_wr_PC1_en,
  output [7:0] io_rd_PC6
);
  reg [7:0] PC1;  
  reg [7:0] PC2;  
  reg [7:0] PC3;  
  reg [7:0] PC4;  
  reg [7:0] PC5;  
  reg [7:0] PC6;  
  reg  run2;  
  reg  run3_REG;  
  reg  run3;  
  reg  run4_REG;  
  reg  run4_REG_1;  
  reg  run4;  
  reg  run5_REG;  
  reg  run5_REG_1;  
  reg  run5_REG_2;  
  reg  run5;  
  reg  run6_REG;  
  reg  run6_REG_1;  
  reg  run6_REG_2;  
  reg  run6_REG_3;  
  reg  run6;  
  wire [7:0] _PC1_T_1 = PC1 + 8'h1;  
  assign io_rd_PC6 = PC6;  
  always @(posedge clock) begin
    if (reset) begin  
      PC1 <= 8'h0;  
    end else if (io_run) begin  
      if (io_wr_PC1_en) begin  
        PC1 <= io_wr_PC1;  
      end else begin
        PC1 <= _PC1_T_1;  
      end
    end
    if (reset) begin  
      PC2 <= 8'h0;  
    end else if (run2) begin  
      PC2 <= PC1;  
    end
    if (reset) begin  
      PC3 <= 8'h0;  
    end else if (run3) begin  
      PC3 <= PC2;  
    end
    if (reset) begin  
      PC4 <= 8'h0;  
    end else if (run4) begin  
      PC4 <= PC3;  
    end
    if (reset) begin  
      PC5 <= 8'h0;  
    end else if (run5) begin  
      PC5 <= PC4;  
    end
    if (reset) begin  
      PC6 <= 8'h0;  
    end else if (run6) begin  
      PC6 <= PC5;  
    end
    run2 <= io_run;  
    run3_REG <= io_run;  
    run3 <= run3_REG;  
    run4_REG <= io_run;  
    run4_REG_1 <= run4_REG;  
    run4 <= run4_REG_1;  
    run5_REG <= io_run;  
    run5_REG_1 <= run5_REG;  
    run5_REG_2 <= run5_REG_1;  
    run5 <= run5_REG_2;  
    run6_REG <= io_run;  
    run6_REG_1 <= run6_REG;  
    run6_REG_2 <= run6_REG_1;  
    run6_REG_3 <= run6_REG_2;  
    run6 <= run6_REG_3;  
  end
endmodule
==> run.sh <==
#!/bin/bash
# OpenROAD 26Q1-2900-gdf79404cd8, Yosys 0.63+post, stock flow scripts
make -C /OpenROAD-flow-scripts/flow DESIGN_CONFIG=/design/flow/config.mk WORK_HOME=/design/flow/orfs finish
==> config.mk <==
export PLATFORM = sky130hd
export DESIGN_NAME = CU
export DESIGN_NICKNAME = CU
export VERILOG_FILES = /design/flow/design.v
export SDC_FILE = /design/flow/constraint.sdc
export NUM_CORES = 4
export LEC_CHECK = 1
export CORE_UTILIZATION = 40
==> constraint.sdc <==
current_design CU

set clk_period 1.5
set clk_io_pct 0.2

create_clock -name clk0 -period $clk_period [get_ports {clock}]

set non_clock_inputs [all_inputs -no_clocks]
set_input_delay [expr $clk_period * $clk_io_pct] -clock clk0 $non_clock_inputs
set_output_delay [expr $clk_period * $clk_io_pct] -clock clk0 [all_outputs]
==> run_summary.xml <==
<?xml version="1.0" encoding="UTF-8"?>
<metrics>
  <group name="outcome">
    <metric name="status" unit="">finished clean</metric>
  </group>
  <group name="drt">
    <metric name="first_pass_iters" unit="">4</metric>
    <metric name="detailedRoute.firstIterationViolations" unit="">71</metric>
    <metric name="avgRoutedWirePerCell" unit="um">11.1</metric>
    <metric name="routed_via_density" unit="">4.78</metric>
    <metric name="detailroute.via_count" unit="">1343</metric>
    <metric name="count_of_unresolved_drc_violations_after_routing" unit="">0</metric>
    <metric name="postRouteWirelength" unit="um">3130</metric>
    <metric name="antennaDiodeCount" unit="">0</metric>
    <metric name="antenna_violating_nets_left" unit="">0</metric>
  </group>
  <group name="cells_and_area">
    <metric name="syn2layout_area_growth" unit="%">16.9</metric>
    <metric name="combGateArea" unit="um^2">851</metric>
    <metric name="lay_top_count" unit="">dfxtp_1</metric>
    <metric name="final_layout_top_logic_cells" unit="">53 x dfxtp_1, 48 x nor2_1, 42 x mux2i_1, 19 x clkdlybuf4s50_1, 8 x nand2_1</metric>
    <metric name="util_after_layout" unit="%">48.9</metric>
    <metric name="layout.filler_cells" unit="">441</metric>
    <metric name="share_of_post_route_cells_with_drive_strength_above_1" unit="%">7.01</metric>
    <metric name="register_area" unit="um^2">1060</metric>
  </group>
  <group name="clock_tree">
    <metric name="clk_transition_reported_paths" unit="ns">0.09</metric>
    <metric name="clock_tree.buffer_depth" unit="">2</metric>
    <metric name="clockRootBuffer" unit="">clkbuf_8</metric>
    <metric name="cts_hold_buf" unit="">0</metric>
    <metric name="cts_inserted_buffers" unit="">5</metric>
    <metric name="worstSkewPairLatency" unit="ns">0.30</metric>
    <metric name="post_cts_buffers" unit="">0</metric>
    <metric name="tritoncts" unit="">built</metric>
    <metric name="cts.repair.resized" unit="">0</metric>
    <metric name="cts.sinks" unit="">53</metric>
    <metric name="htreeDepth" unit="">2</metric>
  </group>
  <group name="timing">
    <metric name="layout_setup_ws" unit="ns">0.106</metric>
    <metric name="finClkSkew" unit="ns">0.00547</metric>
    <metric name="finalMaxSlewViolations" unit="">0</metric>
    <metric name="final_min_period_over_clock_period" unit="%">93.0</metric>
    <metric name="tightest_slew" unit="ns">0.512</metric>
    <metric name="fin_setup_tns" unit="ns">0</metric>
    <metric name="hold_viol_final" unit="">0</metric>
    <metric name="relSlewSlack" unit="%">65.8</metric>
    <metric name="final_period_minus_worst_setup_slack" unit="ns">1.39</metric>
    <metric name="timing_limited_maximum_frequency" unit="MHz">717</metric>
    <metric name="grt_setup_unrepaired" unit="">false</metric>
    <metric name="finalSetupViolCount" unit="">0</metric>
    <metric name="timing.hold.ws" unit="ns">0.495</metric>
  </group>
  <group name="place">
    <metric name="dp_worst_setup_slack" unit="ns">-0.0338</metric>
    <metric name="dp_hpwl" unit="um">2140</metric>
    <metric name="io_buffer_count" unit="">19</metric>
    <metric name="gp_congestion" unit="">0.757</metric>
  </group>
  <group name="die">
    <metric name="placementRows" unit="">25</metric>
    <metric name="chipWidth" unit="um">72.5</metric>
    <metric name="chip_area" unit="um^2">5260</metric>
    <metric name="die_y" unit="um">72.5</metric>
    <metric name="initial_utilization" unit="%">41.9</metric>
    <metric name="core_region_area" unit="um^2">4750</metric>
    <metric name="boundaryPins" unit="">20</metric>
  </group>
  <group name="critical_path">
    <metric name="terminus_of_the_critical_flop_to_flop_path" unit="">PC1[6]</metric>
    <metric name="slowest_delay" unit="ns">0.46</metric>
    <metric name="cp_max_fo" unit="">2</metric>
    <metric name="timing.critical_path.cells" unit="">clkdlybuf4s50_1</metric>
    <metric name="critical_register_to_register_path_startpoint" unit="">PC1[0]</metric>
    <metric name="cp.depth" unit="">1</metric>
    <metric name="critPathRequiredTime" unit="ns">1.20</metric>
    <metric name="r2r_setup_slk" unit="ns">0.11</metric>
    <metric name="timing.critical_path.arrival" unit="ns">1.09</metric>
    <metric name="total_buffers_and_inverters_traversed_by_the_critical_path" unit="">1</metric>
    <metric name="worst-setup-path-type" unit="">flop to primary output</metric>
    <metric name="timing.critical_path.from" unit="">PC6[4]</metric>
    <metric name="ff2ff_path_depth" unit="">5</metric>
    <metric name="endpoint" unit="">io_rd_PC6[4]</metric>
    <metric name="timing.critical_path.slowest_stage_cell" unit="">clkdlybuf4s50_1</metric>
    <metric name="critical_path.top_delay_family" unit="">buffers and inverters</metric>
    <metric name="critical_path_endpoint_category" unit="">primary output</metric>
    <metric name="crit_path_start_kind" unit="">flop</metric>
  </group>
  <group name="power_and_ir_drop">
    <metric name="p_leak" unit="uW">0.000963</metric>
    <metric name="finalPower" unit="uW">2400</metric>
    <metric name="vdd_ir_drop_max" unit="uV">659</metric>
    <metric name="power.density" unit="nW/um^2">1030</metric>
  </group>
  <group name="synth">
    <metric name="post_synth_inst_count" unit="">199</metric>
    <metric name="yosys_register_bits" unit="">53</metric>
    <metric name="top_area_share" unit="%">53.3</metric>
    <metric name="yosys.area.top_type" unit="">dfxtp_1</metric>
    <metric name="asyncSetResetFlopFracSynth" unit="%">0</metric>
    <metric name="synthDistinctLibCells" unit="">28</metric>
    <metric name="ys_dominant_reg_cell" unit="">dfxtp_1</metric>
    <metric name="synth.cell_area" unit="um^2">1990</metric>
    <metric name="post_synth.cell_area_avg" unit="um^2">10.0</metric>
    <metric name="ys_area" unit="um^2">1990</metric>
    <metric name="synth-edff-count" unit="">0</metric>
    <metric name="yosysCellCount" unit="">199</metric>
    <metric name="synth_seq_share" unit="%">53.3</metric>
    <metric name="ys.warnings.count" unit="">1</metric>
    <metric name="synth.area.top_cells" unit="">dfxtp_1 53%, mux2i_1 21%, nor2_1 9.1%</metric>
  </group>
  <group name="global_route">
    <metric name="grt_first_pass_wirelength" unit="um">5180</metric>
    <metric name="gr-usage-all-layers" unit="%">12.8</metric>
    <metric name="grt-ovfl-total" unit="">0</metric>
    <metric name="grt_pass1_vias" unit="">1144</metric>
    <metric name="grt_max_degree" unit="">49</metric>
    <metric name="initial_antenna_violation_count" unit="">0</metric>
  </group>
  <group name="flow_run">
    <metric name="openroad.warnings" unit="">25</metric>
    <metric name="cap_viol_max_count" unit="">0</metric>
  </group>
  <group name="hold_path">
    <metric name="min-delay-path-class" unit="">flop to flop</metric>
  </group>
</metrics>
-- final cells by class --
class	count	share of cell area (%)
Clock buffer	5	2.96
Timing Repair Buffer	22	10.2
Inverter	2	0.323
Multi-Input combinational cell	129	36.6
Tap cell	67	3.60
Clock inverter	3	0.753
Sequential cell	53	45.6
-- cell families (layout without fill, tap and decap cells) --
| family | count (synthesis) | count (layout) | share of synthesized area [%] |
|---|---|---|---|
| AND-OR/OR-AND | 23 | 23 | 8.05 |
| multiplexers | 42 | 42 | 21.1 |
| adder cells (fa/ha/maj) | 1 | 1 | 0.628 |
| AND/OR/NAND/NOR | 63 | 63 | 12.9 |
| buffers and inverters | 17 | 32 | 3.96 |
| flip-flops | 53 | 53 | 53.3 |
-- where the power goes --
group          leakage [uW]  internal (uW)  switching, uW  total, uW
Clock             0.0000439            322            431        753
Combinational      0.000488           91.9           63.3        155
Sequential         0.000431           1440           53.5       1490
-- cell usage after synthesis (all sizes together), types with 2 or more instances --
cell	n
dfxtp	53
nor2	48
mux2i	42
buf	11
nand2	8
a21oi	7
o21ai	5
clkbuf	4
a211oi	3
a32o	2
inv	2
nand3	2
-- through the flow --
stage | area [um^2] | instances
4_1_cts | 2330 | 281
3_3_place_gp | 2240 | 273
6_report | 2330 | 281
5_1_grt | 2330 | 281
3_5_place_dp | 2240 | 273
2_1_floorplan | 1990 | 199
-- how the worst min path moves through the flow --
stage | from | endpoint | depth (start not counted)
final | PC6[3] | PC6[3] | 2
after global routing | PC2[3] | PC3[3] | 2
after CTS | PC6[3] | PC6[3] | 2
-- tightest hold or removal path, stage by stage, from the launching register on --
cell and delay, ns:
dfxtp_1 0.33, mux2i_1 0.06, nor2_1 0.07
-- registers in the layout (all words and copies together), names as in the netlist --
name and count:
run4 1, PC4 8, run6_REG 1, PC3 8, PC2 8, PC1 8
PC5 8, run5_REG_1 1, run6_REG_3 1, run6 1, PC6 8
-- metal layers --
metal	part of all wire, %	up-vias	track usage [%]	wire length [um]
li1	-	708	-	-
met1	53	616	20.9	1650
met2	42	14	18.2	1330
met3	3.2	5	3.38	101
met4	1.5	0	1.74	46
met5	0	-	0	0
Power figures rest on the tool's default switching activity, not on a simulated workload.
