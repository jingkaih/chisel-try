==> /design/flow/design.v <==
module MyDeviceUnderTest(
  input         clock,
  input         reset,
  input  [7:0]  io_imgIn,
  input  [7:0]  io_weight,
  input  [15:0] io_partialSumFromUp,
  output [15:0] io_partialSumToBelow,
  output [7:0]  io_imgForward
);
  reg [7:0] weightReg;  
  reg [7:0] imgReg;  
  reg [15:0] sumReg;  
  wire [15:0] _sumReg_T = $signed(imgReg) * $signed(weightReg);  
  wire [15:0] _sumReg_T_3 = $signed(_sumReg_T) + $signed(io_partialSumFromUp);  
  assign io_partialSumToBelow = sumReg;  
  assign io_imgForward = imgReg;  
  always @(posedge clock) begin
    weightReg <= io_weight;  
    imgReg <= io_imgIn;  
    if (reset) begin  
      sumReg <= 16'sh0;  
    end else begin
      sumReg <= _sumReg_T_3;  
    end
  end
endmodule
==> /design/flow/run.sh <==
#!/bin/bash
# OpenROAD 26Q1-2900-gdf79404cd8, Yosys 0.63+post, stock flow scripts
make -C /OpenROAD-flow-scripts/flow DESIGN_CONFIG=/design/flow/config.mk WORK_HOME=/design/flow/orfs finish
==> /design/flow/config.mk <==
export PLATFORM = sky130hd
export DESIGN_NAME = MyDeviceUnderTest
export DESIGN_NICKNAME = MyDeviceUnderTest
export VERILOG_FILES = /design/flow/design.v
export SDC_FILE = /design/flow/constraint.sdc
export NUM_CORES = 4
export LEC_CHECK = 1
export CORE_UTILIZATION = 50
==> /design/flow/constraint.sdc <==
current_design MyDeviceUnderTest

set clk_period 5.8
set clk_io_pct 0.2

create_clock -name clk0 -period $clk_period [get_ports {clock}]

set non_clock_inputs [all_inputs -no_clocks]
set_input_delay [expr $clk_period * $clk_io_pct] -clock clk0 $non_clock_inputs
set_output_delay [expr $clk_period * $clk_io_pct] -clock clk0 [all_outputs]
==> run_results.csv <==
group,metric,value,unit
synth,top_cell_area_share,0.394,
clock_tree,cts_tree,"built",
critical_path,cp-start-kind,"primary input",
synth,ys.flops,32,
clock_tree,cts_resized,0,
floorplan,dieArea,7560,um2
flow_run,drv_cap,0,
clock_tree,cts_sinks,32,
routing,viasPerCell,4.67,
synth,synthTopCellsByCount,"fa_1, inv_1, ha_1, and2_1, dfxtp_1",
synth,top_cells_by_area,"fa_1, dfxtp_1, ha_1, inv_1, and2_1",
final_timing,slew_headroom,0.614,
global_route,antenna_found_initial,0,
power_and_ir_drop,ir_worst_vdd,0.593,mV
final_timing,setup_tns,0,ps
placement,dp_hpwl,5280,um
outcome,status,"finished, final reports clean",
routing,wl_per_cell,12.5,um
clock_tree,insertion_delay,280,ps
routing,finalWirelength,6270,um
synth,yosysTopAreaCell,"fa_1",
critical_path,cp.arrival,5690,ps
routing,diodes,0,
flow_run,warning_count,27,
floorplan,std_cell_rows,30,
clock_tree,clk_pin_slew,70,ps
global_route,grt_pass1_vias,2380,
floorplan,core_area,6870,um2
final_timing,final_hold_viol_count,0,
synth,yosysWarnings,1,
synth,yosysUniqueCellTypes,29,
global_route,grt_use_total,0.201,
final_timing,post-route-min-period,5480,ps
placement,dpl-instance-area,4300,um2
final_timing,rsz0062_at_grt,"no",
placement,gp_congestion,0.861,
final_timing,finalClockSkew,6.70,ps
final_timing,clock.fmax,0.183,GHz
synth,ff_type,"dfxtp_1",
floorplan,pin_count,58,
routing,vias,2351,
floorplan,die_w,86.9,um
synth,yosys_cells,342,
critical_path,worst-setup-path-type,"primary input to register",
cells_and_area,post-route-util,0.640,
clock_tree,hold_buffers,0,
clock_tree,h-tree-depth,2,
critical_path,cp.required,6020,ps
clock_tree,cts_setup_buffers,0,
global_route,grt_max_degree,19,
final_timing,setup_viol,0,
critical_path,ff2ff_path_depth,15,
synth,yosysSeqAreaShare,0.178,
floorplan,die_y,86.9,um
power_and_ir_drop,power.density,438,nW/um2
synth,edf_count,0,
clock_tree,clockBufferDepth,2,
final_timing,tightest_slew,577,ps
clock_tree,cts-buffers-inserted,5,
worst_hold_path,hold_class,"register to register",
cells_and_area,drive_gt1_frac,0.0319,
critical_path,critPathMaxFanout,4,
cells_and_area,area_growth,21.9,%
routing,drtPass1Iterations,4,
power_and_ir_drop,p_leak,2.12,nW
critical_path,reg2reg_slack,810,ps
synth,async_flop_share,0,
final_timing,drv_slew,0,
routing,ant_nets,0,
global_route,grt-ovfl-total,0,
final_timing,period_used_share,0.944,
global_route,grt_pass1_wl,11000,um
synth,synth_cells,342,
synth,most_common_cell,"fa_1",
placement,portBuffers,57,
worst_hold_path,holdPathStages,3,
clock_tree,cts_root_buffer,"clkbuf_8",
critical_path,crit_path_end_kind,"register",
synth,yosys_area,3610,um2
synth,synth.avg_cell_area,10.5,um2
routing,drtIter0Drc,75,
floorplan,core_util_floorplan,0.525,
routing,drc,0,
synth,syn_area,3610,um2
cells_and_area,stdcell_area,4390,um2
area by class of cell:
class,instances,area (um2)
Fill cell,600,2470
Multi-Input combinational cell,238,2700
Tap cell,96,120
Timing Repair Buffer,59,586
Inverter,70,263
Sequential cell,32,641
Clock buffer,8,90.1
cells by family after synthesis:
group,synth area share
xor+xnor,0.0461
fa+ha+maj,0.523
buf+inv,0.0749
mux,0.0101
compound gates,0.0461
flops,0.178
simple gates,0.122
state kept, by name, indices dropped and copies added (netlist names):
name and count:
sumReg 16, imgReg 8, weightReg 8
worst max-delay path: stages:
cell             delay [ps]
clkdlybuf4s50_1         460
inv_1                    60
fa_1                    530
inv_1                    50
fa_1                    480
fa_1                    520
fa_1                    570
fa_1                    430
ha_1                    350
nand2_1                 120
o31ai_1                 480
nand3_1                 170
a21o_1                  200
mux2i_1                 110
routing by layer:
metal | vias to the layer above | part of all wire | wire, um | track usage
met5 | - | 0 | 0 | 0
met4 | 0 | 0.011 | 72 | 0.0197
met3 | 6 | 0.038 | 236 | 0.0269
met2 | 48 | 0.49 | 3090 | 0.319
met1 | 1139 | 0.46 | 2870 | 0.334
li1 | 1158 | - | - | -
final timing paths:
| kind | from | endpoint |
|---|---|---|
| max | io_partialSumFromUp[7] | sumReg[15]$_SDFF_PP0_ |
| min | imgReg[0]$_DFF_P_ | sumReg[0]$_SDFF_PP0_ |
| max reg2reg | weightReg[0]$_DFF_P_ | sumReg[15]$_SDFF_PP0_ |
| min reg2reg | imgReg[0]$_DFF_P_ | sumReg[0]$_SDFF_PP0_ |
power by group:
| part | internal [mW] | switching [mW] |
|---|---|---|
| Sequential | 0.276 | 0.0241 |
| Clock | 0.0967 | 0.0782 |
| Combinational | 0.725 | 0.726 |
stage by stage:
step / setup slack [ps] / power [mW] / hold WS, ps / std cells
floorplan: 672 / 1.43 / 730 / 342
global placement: 62.6 / 1.77 / 931 / 495
detailed placement: 39.0 / 1.78 / 941 / 495
CTS: 320 / 1.97 / 962 / 503
global route: 67.1 / 2.17 / 1040 / 503
finish: 324 / 1.93 / 951 / 503
placed cells by master (no fill, tap or decap), types with 2 or more instances in the layout:
cell / instances
ha_1: 37
inv_1: 70
a21o_1: 4
clkbuf_8: 6
nand2_1: 26
o21ai_0: 3
fa_1: 71
clkbuf_1: 2
buf_4: 2
and2_1: 32
xor2_1: 6
dfxtp_1: 32
a21oi_1: 7
clkdlybuf4s50_1: 57
o21a_1: 2
nor2b_1: 13
xnor2_1: 13
nor2_1: 10
No activity file was given, so power comes from the tool's default toggle rates.
